`flow/run.sh`:
```
#!/bin/bash
# OpenROAD 26Q1-2900-gdf79404cd8, Yosys 0.63+post, stock flow scripts
make -C /OpenROAD-flow-scripts/flow DESIGN_CONFIG=/design/flow/config.mk WORK_HOME=/design/flow/orfs finish
```
`flow/config.mk`:
```
export PLATFORM = sky130hd
export DESIGN_NAME = EF_TCC32_wb
export DESIGN_NICKNAME = EF_TCC32_wb
export VERILOG_FILES = /design/flow/design.v
export SDC_FILE = /design/flow/constraint.sdc
export NUM_CORES = 4
export LEC_CHECK = 1
export CORE_UTILIZATION = 50
```
`flow/constraint.sdc`:
```
current_design EF_TCC32_wb

set clk_period 11.8
set clk_io_pct 0.2

create_clock -name clk0 -period $clk_period [get_ports {clk_i}]

set non_clock_inputs [all_inputs -no_clocks]
set_input_delay [expr $clk_period * $clk_io_pct] -clock clk0 $non_clock_inputs
set_output_delay [expr $clk_period * $clk_io_pct] -clock clk0 [all_outputs]
```
`flow/design.v`:
```
`timescale          1ns/1ns
`default_nettype    none
module EF_TCC32 (		
    input   wire            clk,
    input   wire	        rst_n,
    input	wire	        ctr_in,
    input   wire [31:0]     period,
    input   wire [31:0]     ctr_match,
    output  reg  [31:0]     tmr,
    output  reg  [31:0]     cp_count,
    input   wire [ 3:0]     clk_src,
    output  wire	        to_flag,
    output  wire            match_flag,
    input	wire	        tmr_en,
    input	wire	        one_shot,
    input	wire	        up,
    input   wire            cp_en,
    input   wire [1:0]      cp_event,
    output  wire            cp_flag,
    input   wire            en
);
    wire            ctr_clk;
    reg			    stop;
    reg			    pwm_out;
    assign to_flag = up ? (tmr == period) : (tmr == 32'b0);
    reg	ctr_in_sync [1:0];
    always @(posedge clk) begin
        ctr_in_sync[0] <= ctr_in;
        ctr_in_sync[1] <= ctr_in_sync[0];
    end
    assign ctr_clk = ctr_in_sync[1];
    reg [7:0] pre;
    always @(posedge clk or negedge rst_n)
        if(!rst_n)
            pre <= 8'd0;
        else
            if(en)
                pre <= pre + 1'd1;
    wire        tmr_clk;
    wire        tmr_clk_src;
    assign tmr_clk_src =    (clk_src[3] == 1'b0)    ? pre[clk_src[2:0]] :
                            (clk_src == 4'd9)       ? ctr_clk           : 1'b1;
    reg         tmr_clk_src_delayed;
    always @(posedge clk or negedge rst_n)
        if(!rst_n)
            tmr_clk_src_delayed <= 1'b0;
        else
            tmr_clk_src_delayed <= tmr_clk_src;
    assign tmr_clk =    (clk_src == 4'd8)   ? 1'b1 : ~tmr_clk_src_delayed & tmr_clk_src;
    always @ (posedge clk or negedge rst_n) begin
        if(!rst_n)
            tmr <= 32'b0;
        else
            if(~tmr_en)
                tmr <= up ? 32'b0 : period;
            else if(to_flag)
                tmr <= up ? 32'b0 : period;
            else if(~stop & tmr_clk)
                tmr <= up ? (tmr + 32'b1) : (tmr - 32'b1);
    end
    always @ (posedge clk or negedge rst_n)
        if(!rst_n)
            stop <= 1'b0;
        else if(~tmr_en)
            stop <= 1'b0;
        else if(to_flag & one_shot)
            stop <= 1'b1;
    reg [31:0]  cp_ctr;
    reg         cp_counting;
    wire        cp_pos, cp_neg;
    reg         ctr_in_sync_delayed;
    always @(posedge clk)
        ctr_in_sync_delayed <= ctr_in_sync[1];
    assign cp_pos = ~ctr_in_sync_delayed & ctr_in_sync[1];
    assign cp_neg = ctr_in_sync_delayed & ~ctr_in_sync[1];
    always @(posedge clk or negedge rst_n)
        if(!rst_n)
            cp_counting <= 1'b0;
        else if(!cp_en)
            cp_counting <= 1'b0;
        else if(cp_event[0] & cp_pos) 
            cp_counting <= ~cp_counting;
        else if(cp_event[1] & cp_neg)
            cp_counting <= ~cp_counting;
    always @(posedge clk or negedge rst_n)
        if(!rst_n)
            cp_ctr <= 32'd0;
        else if(!cp_counting)
            cp_ctr <= 32'd0;
        else if(tmr_clk)
            cp_ctr <= cp_ctr + 1'b1;
    reg cp_counting_delayed;
    always @(posedge clk or negedge rst_n)
        if(!rst_n)
            cp_counting_delayed <= 1'b0;
        else
            cp_counting_delayed <= cp_counting;
    assign cp_flag = cp_counting_delayed & ~cp_counting;
    always @(posedge clk or negedge rst_n)
    if(!rst_n)
        cp_count <= 32'd0;
    else if(cp_flag) 
        cp_count <= cp_ctr;
    reg     match;
    wire    ctr_mode = (clk_src == 4'd9);
    always @(posedge clk or negedge rst_n)
    if(!rst_n)
        match <= 1'b0;    
    else
        if(tmr == ctr_match && ctr_mode == 1'b1)
            match <= 1'b1;
        else
            match <= 1'b0;
    reg match_delayed;
    always @(posedge clk or negedge rst_n)
        if(!rst_n)
            match_delayed <= 1'b0;
        else
            match_delayed <= match;
    assign match_flag = match & ~match_delayed;
endmodule
`timescale			1ns/1ns
`default_nettype	none
module EF_TCC32_wb (
	input	wire 		ext_clk,
	input	wire 		clk_i,
	input	wire 		rst_i,
	input	wire [31:0]	adr_i,
	input	wire [31:0]	dat_i,
	output	wire [31:0]	dat_o,
	input	wire [3:0]	sel_i,
	input	wire 		cyc_i,
	input	wire 		stb_i,
	output	reg 		ack_o,
	input	wire 		we_i,
	output	wire 		irq
);
	localparam[15:0] TIMER_REG_ADDR = 16'h0000;
	localparam[15:0] PERIOD_REG_ADDR = 16'h0004;
	localparam[15:0] COUNTER_REG_ADDR = 16'h0008;
	localparam[15:0] COUNTER_MATCH_REG_ADDR = 16'h000c;
	localparam[15:0] CONTROL_REG_ADDR = 16'h0010;
	localparam[15:0] ICR_REG_ADDR = 16'h0f00;
	localparam[15:0] RIS_REG_ADDR = 16'h0f04;
	localparam[15:0] IM_REG_ADDR = 16'h0f08;
	localparam[15:0] MIS_REG_ADDR = 16'h0f0c;
	reg	[31:0]	PERIOD_REG;
	reg	[31:0]	COUNTER_MATCH_REG;
	reg	[31:0]	CONTROL_REG;
	reg	[2:0]	RIS_REG;
	reg	[2:0]	ICR_REG;
	reg	[2:0]	IM_REG;
	wire[31:0]	tmr;
	wire[31:0]	TIMER_REG	= tmr;
	wire[31:0]	period	= PERIOD_REG[31:0];
	wire[31:0]	cp_count;
	wire[31:0]	COUNTER_REG	= cp_count;
	wire[31:0]	ctr_match	= COUNTER_MATCH_REG[31:0];
	wire		en	= CONTROL_REG[0:0];
	wire		tmr_en	= CONTROL_REG[1:1];
	wire		cp_en	= CONTROL_REG[3:3];
	wire[3:0]	clk_src	= CONTROL_REG[11:8];
	wire		up	= CONTROL_REG[16:16];
	wire		one_shot	= CONTROL_REG[17:17];
	wire[1:0]	cp_event	= CONTROL_REG[25:24];
	wire		to_flag;
	wire		_TO_FLAG_	= to_flag;
	wire		cp_flag;
	wire		_CP_FLAG_	= cp_flag;
	wire		match_flag;
	wire		_MATCH_FLAG_	= match_flag;
	wire[2:0]	MIS_REG	= RIS_REG & IM_REG;
	wire		ctr_in	= ext_clk;
	wire		wb_valid	= cyc_i & stb_i;
	wire		wb_we	= we_i & wb_valid;
	wire		wb_re	= ~we_i & wb_valid;
	wire[3:0]	wb_byte_sel	= sel_i & {4{wb_we}};
	wire		_clk_	= clk_i;
	wire		_rst_	= rst_i;
	EF_TCC32 inst_to_wrap (
		.clk(_clk_),
		.rst_n(~_rst_),
		.ctr_in(ctr_in),
		.period(period),
		.ctr_match(ctr_match),
		.tmr(tmr),
		.cp_count(cp_count),
		.clk_src(clk_src),
		.to_flag(to_flag),
		.match_flag(match_flag),
		.tmr_en(tmr_en),
		.one_shot(one_shot),
		.up(up),
		.cp_en(cp_en),
		.cp_event(cp_event),
		.cp_flag(cp_flag),
		.en(en)
	);
	always @ (posedge clk_i or posedge rst_i)
		if(rst_i) ack_o <= 1'b0;
		else
			if(wb_valid & ~ack_o)
				ack_o <= 1'b1;
			else
				ack_o <= 1'b0;
	always @(posedge clk_i or posedge rst_i) if(rst_i) PERIOD_REG <= 0; else if(wb_we & (adr_i==PERIOD_REG_ADDR)) PERIOD_REG <= dat_i;
	always @(posedge clk_i or posedge rst_i) if(rst_i) COUNTER_MATCH_REG <= 0; else if(wb_we & (adr_i==COUNTER_MATCH_REG_ADDR)) COUNTER_MATCH_REG <= dat_i;
	always @(posedge clk_i or posedge rst_i) if(rst_i) CONTROL_REG <= 0; else if(wb_we & (adr_i==CONTROL_REG_ADDR)) CONTROL_REG <= dat_i;
	always @(posedge clk_i or posedge rst_i) if(rst_i) IM_REG <= 0; else if(wb_we & (adr_i==IM_REG_ADDR)) IM_REG <= dat_i;
	always @(posedge clk_i or posedge rst_i) if(rst_i) ICR_REG <= 3'b0; else if(wb_we & (adr_i==ICR_REG_ADDR)) ICR_REG <= dat_i; else ICR_REG <= 3'd0;
	always @ (posedge clk_i or posedge rst_i)
		if(rst_i) RIS_REG <= 32'd0;
		else begin
			if(_TO_FLAG_) RIS_REG[0] <= 1'b1; else if(ICR_REG[0]) RIS_REG[0] <= 1'b0;
			if(_CP_FLAG_) RIS_REG[1] <= 1'b1; else if(ICR_REG[1]) RIS_REG[1] <= 1'b0;
			if(_MATCH_FLAG_) RIS_REG[2] <= 1'b1; else if(ICR_REG[2]) RIS_REG[2] <= 1'b0;
		end
	assign irq = |MIS_REG;
	assign	dat_o = 
			(adr_i == PERIOD_REG_ADDR) ? PERIOD_REG :
			(adr_i == COUNTER_MATCH_REG_ADDR) ? COUNTER_MATCH_REG :
			(adr_i == CONTROL_REG_ADDR) ? CONTROL_REG :
			(adr_i == RIS_REG_ADDR) ? RIS_REG :
			(adr_i == ICR_REG_ADDR) ? ICR_REG :
			(adr_i == IM_REG_ADDR) ? IM_REG :
			(adr_i == TIMER_REG_ADDR) ? TIMER_REG :
			(adr_i == COUNTER_REG_ADDR) ? COUNTER_REG :
			(adr_i == MIS_REG_ADDR) ? MIS_REG :
			32'hDEADBEEF;
endmodule
```
==> out/results.tsv <==
stage	metric	value	unit
cts	cts_max_path_buffers	3	
drt	wire_per_inst	22.0	um
grt	grt_start_max_net_pins	64	
synthesis	synth-async-reset-ratio	0.986	
cts	clk_pin_slew_worst_paths	0.06	ns
drt	vias_per_cell	5.95	
synthesis	synthFlopType	dfrtp_1	
final_timing	finalCritPeriodShare	0.697	
grt	grt_usage	0.307	
setup_path	endpoint_kind	primary output	
synthesis	synth_area	12600	um2
final_timing	clock.fmax	122	MHz
cts	h-tree-depth	1	
drt	antennaDiodeCount	0	
flow_run	warnings	29	
placed_design	portBuffers	103	
setup_path	reg2reg_from	CONTROL_REG[16]	
final_timing	maxSlewViolCount	0	
layout	final_layout_top_logic_cells	dfrtp_1 (216), mux2_2 (125), clkdlybuf4s50_1 (103)	
cts	cts_tree	built	
placed_design	placedCellCount	1626	
grt	antenna_found_initial	0	
setup_path	worstReg2RegEnd	inst_to_wrap.tmr[26]	
die	die_w	161	um
setup_path	arrival	5.87	ns
setup_path	crit_family	simple AND/OR/NAND/NOR gates	
worst_hold_path	hold_path_depth	0	
setup_path	r2r_setup_slack	7.74	ns
die	initial_utilization	0.514	
synthesis	avgSynthCellArea	10.1	um2
setup_path	crit_fanout	21	
layout	nFillCells	2049	
placed_design	gp_congestion	0.981	
grt	grt_pass1_vias	9874	
layout	syn_to_final_growth	16.8	%
worst_hold_path	min-delay-start	inst_to_wrap.ctr_in_sync[0]	
grt	grt-ovfl-total	0	
setup_path	cp_num_buf_inv	2	
layout	stdcell_count	1669	
placed_design	pre_cts_ws	3.61	ns
synthesis	ys_cells	1247	
power	powerDensity	107	nW/um2
final_timing	slew_headroom	0.454	
synthesis	synth-seq-cells	219	
setup_path	worst_path_max_delay_cell	or4_1	
synthesis	edf_count	0	
drt	final_antenna_net_count	0	
worst_hold_path	min_to	inst_to_wrap.ctr_in_sync[1]	
die	core.rowCount	57	
synthesis	yosysUniqueCellTypes	71	
final_timing	tightest_slew	0.817	ns
cts	clock-root-buffer	clkbuf_16	
drt	drtIter0Drc	690	
synthesis	yosys_warnings	3	
run_status	status	finished, final reports clean	
cts	cts_setup_buffers	0	
synthesis	synth_chip_area	12600	um2
final_timing	fin_tns_setup	0	ns
final_timing	period_needed	8.23	ns
final_timing	final_hold_viol_count	0	
final_timing	hold_ws	0.337	ns
cts	insertion_delay	0.54	ns
flow_run	max_cap_violations	0	
die	core	24500	um2
drt	drt-pass1-iter-count	7	
die	pin_count	108	
layout	layout-drive-gt1-share	0.145	
placed_design	dp_hpwl	26000	um
setup_path	path_cells	clkdlybuf4s50_1 -> or4_1 -> nor4b_2 -> and2_1 -> nand2_1 -> o211ai_1 -> a21oi_1 -> a21oi_1 -> o21ai_0 -> clkdlybuf4s50_1	
cts	cts.sinks	219	
die	chip_area	25800	um2
drt	vias	9929	
power	ir_drop	0.129	mV
synthesis	ys_seq_frac	0.434	
setup_path	cp.required	9.44	ns
setup_path	worstRegToRegCells	12	
cts	cts_made_buffers	26	
drt	wl	36800	um
die	dieHeight	161	um
setup_path	setup.worst_path.start_class	input pin	
worst_hold_path	hold_class	reg -> reg	
final_timing	fin_ws	3.57	ns
grt	grt_pass1_wl	58000	um
layout	lay_top_count	dfrtp_1	
cts	ctsResizeCount	0	
synthesis	synthCells	1247	
setup_path	slowest_delay	0.61	ns
final_timing	skew	0.00998	ns
power	power_leakage	6.82	nW
cts	holdBufCountCts	0	
final_timing	setup_viol	0	
setup_path	crit_type	in -> out	
final_timing	rsz0062_at_grt	no	
drt	drc_errors	0	
-- registers in the layout, summed over array words and instances (netlist names), 2 cells and up --
| name | count |
|---|---|
| inst_to_wrap.ctr_in_sync | 2 |
| inst_to_wrap.pre | 8 |
| inst_to_wrap.tmr | 32 |
| RIS_REG | 3 |
| COUNTER_MATCH_REG | 32 |
| inst_to_wrap.cp_ctr | 32 |
| IM_REG | 3 |
| inst_to_wrap.cp_count | 32 |
| CONTROL_REG | 32 |
| PERIOD_REG | 32 |
| ICR_REG | 3 |
-- worst max-delay path by stage --
stage | from | end | cells after the start
CTS | adr_i[1] | dat_o[31] | 10
global route | adr_i[25] | dat_o[13] | 10
finish | adr_i[1] | dat_o[13] | 10
-- where the power goes --
group	switching, W	internal, W
Sequential	0.000000443	0.000752
Clock	0.000319	0.000457
Combinational	0.0000249	0.0000225
Total	0.000344	0.00123
-- layout make-up --
cell class / count / area, um2 / share of cell area
multi-input combinational: 942 / 6770 / 0.460
clock inverter: 7 / 91.3 / 0.00621
timing repair buffer: 121 / 1170 / 0.0792
tap: 324 / 405 / 0.0275
clock buffer: 36 / 738 / 0.0502
inverter: 20 / 82.6 / 0.00561
sequential: 219 / 5470 / 0.371
-- worst register-to-register path, stage by stage, from the launching register on --
cell and delay, ns:
dfrtp_1 0.55, inv_1 0.69, buf_4 0.45, ha_1 0.36, a211o_1 0.29, o22ai_1 0.23, o21ai_0 0.20, and3_1 0.21
o21ai_1 0.13, nand2_1 0.14, a21o_1 0.19, a211o_1 0.30, a31o_1 0.21
-- layer usage --
metal  GRT usage  vias to the layer above  wire [um]
met5           0                        -          0
li1            -                     4715          -
met3      0.0677                       57       2440
met4      0.0785                        0       1100
met1       0.485                     4885      16800
met2       0.449                      272      16400
-- per-stage QoR --
| stage | util | area (um2) | total power, W |
|---|---|---|---|
| after floorplan | - | 12600 | 0.000779 |
| after global placement | 0.566 | 13900 | 0.000814 |
| after detailed placement | 0.566 | 13900 | 0.000814 |
| after CTS | 0.600 | 14700 | 0.00159 |
| after global routing | 0.600 | 14700 | 0.00162 |
| final | 0.600 | 14700 | 0.00158 |
-- cell usage after synthesis, drive strengths merged, types with 3 or more instances --
| master | number | area, um2 |
|---|---|---|
| and4 | 4 | 35.0 |
| o211ai | 24 | 180 |
| a211o | 5 | 43.8 |
| inv | 20 | 75.1 |
| nor4 | 22 | 156 |
| o22ai | 10 | 62.6 |
| clkbuf | 40 | 150 |
| nor2b | 8 | 50.1 |
| a21oi | 87 | 435 |
| o21a | 12 | 90.1 |
| nand2 | 89 | 334 |
| nand4 | 18 | 113 |
| o31ai | 4 | 30.0 |
| o2111ai | 3 | 26.3 |
| buf | 26 | 151 |
| and2 | 36 | 225 |
| o21ai | 89 | 449 |
| nand3 | 51 | 268 |
| dfxtp | 3 | 60.1 |
| xnor2 | 81 | 709 |
| dfrtp | 216 | 5410 |
| nor3 | 19 | 95.1 |
| nand2b | 4 | 25.0 |
| or3 | 8 | 50.1 |
| a21o | 13 | 97.6 |
| and3 | 9 | 56.3 |
| nor2 | 54 | 210 |
| mux2 | 133 | 1500 |
| a211oi | 6 | 45.0 |
| a31oi | 12 | 81.3 |
| a21boi | 5 | 37.5 |
| a22oi | 23 | 173 |
| ha | 32 | 400 |
| xor2 | 39 | 342 |
| mux2i | 10 | 100 |
-- logic make-up (layout without fill, tap and decap cells) --
group,Yosys count,count (layout),share of synthesized area
AND-OR/OR-AND,309,309,0.152
XOR/XNOR,120,120,0.0834
adder cells (fa/ha/maj),33,33,0.0334
buffers and inverters,86,184,0.0299
flip-flops,219,219,0.434
multiplexers,145,145,0.131
AND/OR/NAND/NOR,335,335,0.137
Power is estimated from default activity; no workload was simulated.
