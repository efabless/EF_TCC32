## design.v

```verilog
`timescale          1ns/1ns
`default_nettype    none
module EF_TCC32 (		
    input   wire            clk,
    input   wire	        rst_n,
    input	wire	        ctr_in,
    input   wire [31:0]     period,
    input   wire [31:0]     ctr_match,
    output  reg  [31:0]     tmr,
    output  reg  [31:0]     cp_count,
    input   wire [ 3:0]     clk_src,
    output  wire	        to_flag,
    output  wire            match_flag,
    input	wire	        tmr_en,
    input	wire	        one_shot,
    input	wire	        up,
    input   wire            cp_en,
    input   wire [1:0]      cp_event,
    output  wire            cp_flag,
    input   wire            en
);
    wire            ctr_clk;
    reg			    stop;
    reg			    pwm_out;
    assign to_flag = up ? (tmr == period) : (tmr == 32'b0);
    reg	ctr_in_sync [1:0];
    always @(posedge clk) begin
        ctr_in_sync[0] <= ctr_in;
        ctr_in_sync[1] <= ctr_in_sync[0];
    end
    assign ctr_clk = ctr_in_sync[1];
    reg [7:0] pre;
    always @(posedge clk or negedge rst_n)
        if(!rst_n)
            pre <= 8'd0;
        else
            if(en)
                pre <= pre + 1'd1;
    wire        tmr_clk;
    wire        tmr_clk_src;
    assign tmr_clk_src =    (clk_src[3] == 1'b0)    ? pre[clk_src[2:0]] :
                            (clk_src == 4'd9)       ? ctr_clk           : 1'b1;
    reg         tmr_clk_src_delayed;
    always @(posedge clk or negedge rst_n)
        if(!rst_n)
            tmr_clk_src_delayed <= 1'b0;
        else
            tmr_clk_src_delayed <= tmr_clk_src;
    assign tmr_clk =    (clk_src == 4'd8)   ? 1'b1 : ~tmr_clk_src_delayed & tmr_clk_src;
    always @ (posedge clk or negedge rst_n) begin
        if(!rst_n)
            tmr <= 32'b0;
        else
            if(~tmr_en)
                tmr <= up ? 32'b0 : period;
            else if(to_flag)
                tmr <= up ? 32'b0 : period;
            else if(~stop & tmr_clk)
                tmr <= up ? (tmr + 32'b1) : (tmr - 32'b1);
    end
    always @ (posedge clk or negedge rst_n)
        if(!rst_n)
            stop <= 1'b0;
        else if(~tmr_en)
            stop <= 1'b0;
        else if(to_flag & one_shot)
            stop <= 1'b1;
    reg [31:0]  cp_ctr;
    reg         cp_counting;
    wire        cp_pos, cp_neg;
    reg         ctr_in_sync_delayed;
    always @(posedge clk)
        ctr_in_sync_delayed <= ctr_in_sync[1];
    assign cp_pos = ~ctr_in_sync_delayed & ctr_in_sync[1];
    assign cp_neg = ctr_in_sync_delayed & ~ctr_in_sync[1];
    always @(posedge clk or negedge rst_n)
        if(!rst_n)
            cp_counting <= 1'b0;
        else if(!cp_en)
            cp_counting <= 1'b0;
        else if(cp_event[0] & cp_pos) 
            cp_counting <= ~cp_counting;
        else if(cp_event[1] & cp_neg)
            cp_counting <= ~cp_counting;
    always @(posedge clk or negedge rst_n)
        if(!rst_n)
            cp_ctr <= 32'd0;
        else if(!cp_counting)
            cp_ctr <= 32'd0;
        else if(tmr_clk)
            cp_ctr <= cp_ctr + 1'b1;
    reg cp_counting_delayed;
    always @(posedge clk or negedge rst_n)
        if(!rst_n)
            cp_counting_delayed <= 1'b0;
        else
            cp_counting_delayed <= cp_counting;
    assign cp_flag = cp_counting_delayed & ~cp_counting;
    always @(posedge clk or negedge rst_n)
    if(!rst_n)
        cp_count <= 32'd0;
    else if(cp_flag) 
        cp_count <= cp_ctr;
    reg     match;
    wire    ctr_mode = (clk_src == 4'd9);
    always @(posedge clk or negedge rst_n)
    if(!rst_n)
        match <= 1'b0;    
    else
        if(tmr == ctr_match && ctr_mode == 1'b1)
            match <= 1'b1;
        else
            match <= 1'b0;
    reg match_delayed;
    always @(posedge clk or negedge rst_n)
        if(!rst_n)
            match_delayed <= 1'b0;
        else
            match_delayed <= match;
    assign match_flag = match & ~match_delayed;
endmodule
`timescale			1ns/1ns
`default_nettype	none
module EF_TCC32_apb (
	input	wire 		ext_clk,
	input	wire 		PCLK,
	input	wire 		PRESETn,
	input	wire [31:0]	PADDR,
	input	wire 		PWRITE,
	input	wire 		PSEL,
	input	wire 		PENABLE,
	input	wire [31:0]	PWDATA,
	output	wire [31:0]	PRDATA,
	output	wire 		PREADY,
	output	wire 		irq
);
	localparam[15:0] TIMER_REG_ADDR = 16'h0000;
	localparam[15:0] PERIOD_REG_ADDR = 16'h0004;
	localparam[15:0] COUNTER_REG_ADDR = 16'h0008;
	localparam[15:0] COUNTER_MATCH_REG_ADDR = 16'h000c;
	localparam[15:0] CONTROL_REG_ADDR = 16'h0010;
	localparam[15:0] ICR_REG_ADDR = 16'h0f00;
	localparam[15:0] RIS_REG_ADDR = 16'h0f04;
	localparam[15:0] IM_REG_ADDR = 16'h0f08;
	localparam[15:0] MIS_REG_ADDR = 16'h0f0c;
	reg	[31:0]	PERIOD_REG;
	reg	[31:0]	COUNTER_MATCH_REG;
	reg	[31:0]	CONTROL_REG;
	reg	[2:0]	RIS_REG;
	reg	[2:0]	ICR_REG;
	reg	[2:0]	IM_REG;
	wire[31:0]	tmr;
	wire[31:0]	TIMER_REG	= tmr;
	wire[31:0]	period	= PERIOD_REG[31:0];
	wire[31:0]	cp_count;
	wire[31:0]	COUNTER_REG	= cp_count;
	wire[31:0]	ctr_match	= COUNTER_MATCH_REG[31:0];
	wire		en	= CONTROL_REG[0:0];
	wire		tmr_en	= CONTROL_REG[1:1];
	wire		cp_en	= CONTROL_REG[3:3];
	wire[3:0]	clk_src	= CONTROL_REG[11:8];
	wire		up	= CONTROL_REG[16:16];
	wire		one_shot	= CONTROL_REG[17:17];
	wire[1:0]	cp_event	= CONTROL_REG[25:24];
	wire		to_flag;
	wire		_TO_FLAG_	= to_flag;
	wire		cp_flag;
	wire		_CP_FLAG_	= cp_flag;
	wire		match_flag;
	wire		_MATCH_FLAG_	= match_flag;
	wire[2:0]	MIS_REG	= RIS_REG & IM_REG;
	wire		ctr_in	= ext_clk;
	wire		apb_valid	= PSEL & PENABLE;
	wire		apb_we	= PWRITE & apb_valid;
	wire		apb_re	= ~PWRITE & apb_valid;
	wire		_clk_	= PCLK;
	wire		_rst_	= ~PRESETn;
	EF_TCC32 inst_to_wrap (
		.clk(_clk_),
		.rst_n(~_rst_),
		.ctr_in(ctr_in),
		.period(period),
		.ctr_match(ctr_match),
		.tmr(tmr),
		.cp_count(cp_count),
		.clk_src(clk_src),
		.to_flag(to_flag),
		.match_flag(match_flag),
		.tmr_en(tmr_en),
		.one_shot(one_shot),
		.up(up),
		.cp_en(cp_en),
		.cp_event(cp_event),
		.cp_flag(cp_flag),
		.en(en)
	);
	always @(posedge PCLK or negedge PRESETn) if(~PRESETn) PERIOD_REG <= 0; else if(apb_we & (PADDR[15:0]==PERIOD_REG_ADDR)) PERIOD_REG <= PWDATA[32-1:0];
	always @(posedge PCLK or negedge PRESETn) if(~PRESETn) COUNTER_MATCH_REG <= 0; else if(apb_we & (PADDR[15:0]==COUNTER_MATCH_REG_ADDR)) COUNTER_MATCH_REG <= PWDATA[32-1:0];
	always @(posedge PCLK or negedge PRESETn) if(~PRESETn) CONTROL_REG <= 0; else if(apb_we & (PADDR[15:0]==CONTROL_REG_ADDR)) CONTROL_REG <= PWDATA[32-1:0];
	always @(posedge PCLK or negedge PRESETn) if(~PRESETn) IM_REG <= 0; else if(apb_we & (PADDR[15:0]==IM_REG_ADDR)) IM_REG <= PWDATA[3-1:0];
	always @(posedge PCLK or negedge PRESETn) if(~PRESETn) ICR_REG <= 3'b0; else if(apb_we & (PADDR[15:0]==ICR_REG_ADDR)) ICR_REG <= PWDATA[3-1:0]; else ICR_REG <= 3'd0;
	always @(posedge PCLK or negedge PRESETn)
		if(~PRESETn) RIS_REG <= 3'd0;
		else begin
			if(_TO_FLAG_) RIS_REG[0] <= 1'b1; else if(ICR_REG[0]) RIS_REG[0] <= 1'b0;
			if(_CP_FLAG_) RIS_REG[1] <= 1'b1; else if(ICR_REG[1]) RIS_REG[1] <= 1'b0;
			if(_MATCH_FLAG_) RIS_REG[2] <= 1'b1; else if(ICR_REG[2]) RIS_REG[2] <= 1'b0;
		end
	assign irq = |MIS_REG;
	assign	PRDATA = 
			(PADDR[15:0] == PERIOD_REG_ADDR) ? PERIOD_REG :
			(PADDR[15:0] == COUNTER_MATCH_REG_ADDR) ? COUNTER_MATCH_REG :
			(PADDR[15:0] == CONTROL_REG_ADDR) ? CONTROL_REG :
			(PADDR[15:0] == RIS_REG_ADDR) ? RIS_REG :
			(PADDR[15:0] == ICR_REG_ADDR) ? ICR_REG :
			(PADDR[15:0] == IM_REG_ADDR) ? IM_REG :
			(PADDR[15:0] == TIMER_REG_ADDR) ? TIMER_REG :
			(PADDR[15:0] == COUNTER_REG_ADDR) ? COUNTER_REG :
			(PADDR[15:0] == MIS_REG_ADDR) ? MIS_REG :
			32'hDEADBEEF;
	assign PREADY = 1'b1;
endmodule
```

## run.sh

```bash
#!/bin/bash
# OpenROAD 26Q1-2900-gdf79404cd8, Yosys 0.63+post, stock flow scripts
make -C /OpenROAD-flow-scripts/flow DESIGN_CONFIG=/design/flow/config.mk WORK_HOME=/design/flow/orfs finish
```

## config.mk

```make
export PLATFORM = sky130hd
export DESIGN_NAME = EF_TCC32_apb
export DESIGN_NICKNAME = EF_TCC32_apb
export VERILOG_FILES = /design/flow/design.v
export SDC_FILE = /design/flow/constraint.sdc
export NUM_CORES = 4
export LEC_CHECK = 1
export CORE_UTILIZATION = 50
```

## constraint.sdc

```tcl
current_design EF_TCC32_apb

set clk_period 6.7
set clk_io_pct 0.2

create_clock -name clk0 -period $clk_period [get_ports {PCLK}]

set non_clock_inputs [all_inputs -no_clocks]
set_input_delay [expr $clk_period * $clk_io_pct] -clock clk0 $non_clock_inputs
set_output_delay [expr $clk_period * $clk_io_pct] -clock clk0 [all_outputs]
```

==> report_table.html <==
<h3>Flow metrics</h3>
<table>
<tr><th>Metric</th><th>Value</th></tr>
<tr><th colspan="2">Finish</th></tr>
<tr><td>Final Core Density</td><td>0.5958</td></tr>
<tr><td>Fill cells</td><td>2052</td></tr>
<tr><td>Area growth from synthesis to layout</td><td>15.70%</td></tr>
<tr><td>Non-Filler Cell Area, Final</td><td>14620 um2</td></tr>
<tr><td>Fraction of layout instances using a drive strength above 1</td><td>0.1534</td></tr>
<tr><th colspan="2">Final timing</th></tr>
<tr><td>Number of max-slew violations in the final report</td><td>0</td></tr>
<tr><td>Final clock period utilization by the worst path</td><td>0.8957</td></tr>
<tr><td>Post-Route Skew</td><td>0.009746 ns</td></tr>
<tr><td>Number of setup violations in the final report</td><td>0</td></tr>
<tr><td>Measured slew at the worst slew-check pin</td><td>0.8282 ns</td></tr>
<tr><td>Fin Setup TNS</td><td>0 ns</td></tr>
<tr><td>RSZ-0062 raised after global routing</td><td>false</td></tr>
<tr><td>Worst slew slack as a fraction of its limit</td><td>0.4465</td></tr>
<tr><td>Final Hold Violating Endpoints</td><td>0</td></tr>
<tr><td>Shortest clock period the worst path allows after layout</td><td>6.001 ns</td></tr>
<tr><td>Max Clk Rate</td><td>166.6 MHz</td></tr>
<tr><th colspan="2">Yosys</th></tr>
<tr><td>Proportion of register bits with asynchronous set or reset after synthesis</td><td>0.9862</td></tr>
<tr><td>Synth Cell Area</td><td>12630 um2</td></tr>
<tr><td>Count of flip-flops with a built-in enable after synthesis</td><td>0</td></tr>
<tr><td>Post-Synthesis Cells</td><td>1289</td></tr>
<tr><td>Seq share, synth</td><td>0.4306</td></tr>
<tr><td>Count of warnings emitted by yosys</td><td>3</td></tr>
<tr><td>Area share of the largest cell type after synthesis</td><td>0.4258</td></tr>
<tr><td>Number of cells in the yosys synthesis report</td><td>1289</td></tr>
<tr><td>Most instantiated flip-flop cell in the synthesis netlist</td><td>sky130_fd_sc_hd__dfrtp_1</td></tr>
<tr><td>Synthesized area divided by synthesized cell count</td><td>9.802 um2</td></tr>
<tr><td>Synth Register Bits</td><td>218</td></tr>
<tr><td>Biggest area consumer among synthesized cells</td><td>sky130_fd_sc_hd__dfrtp_1</td></tr>
<tr><td>Top area cells in the synthesized netlist</td><td>sky130_fd_sc_hd__dfrtp_1 (43%), sky130_fd_sc_hd__mux2_2 (12%), sky130_fd_sc_hd__xnor2_1 (6.4%)</td></tr>
<tr><td>Cell variety after synth</td><td>67</td></tr>
<tr><td>Yosys chip area</td><td>12630 um2</td></tr>
<tr><th colspan="2">Setup path</th></tr>
<tr><td>Critical path endpoint</td><td>PRDATA[7]</td></tr>
<tr><td>Origin of the critical flop-to-flop path</td><td>CONTROL_REG[16]$_DFFE_PN0P_</td></tr>
<tr><td>Cell with the biggest individual delay on the critical path</td><td>sky130_fd_sc_hd__nand2b_1</td></tr>
<tr><td>CP peak stage delay</td><td>0.56 ns</td></tr>
<tr><td>Depth of the worst register-to-register path</td><td>13</td></tr>
<tr><td>Kind of launch point of the worst setup path</td><td>primary input</td></tr>
<tr><td>Crit path from</td><td>PADDR[13]</td></tr>
<tr><td>Max Fanout on Critical Path</td><td>12</td></tr>
<tr><td>Sequence of cells on the critical path</td><td>clkdlybuf4s50_1 &gt; nor4_2 &gt; nand2_1 &gt; nor2_1 &gt; and4_1 &gt; or2_2 &gt; nand2b_1 &gt; buf_4 &gt; o21ai_0 &gt; o21ai_0 &gt; o21ai_0 &gt; clkdlybuf4s50_1</td></tr>
<tr><td>Register-to-register setup slack</td><td>2.37 ns</td></tr>
<tr><td>Instance count on the critical path</td><td>12</td></tr>
<tr><td>Critical path type</td><td>in -&gt; out</td></tr>
<tr><td>Critical register-to-register path endpoint</td><td>inst_to_wrap.tmr[31]$_DFFE_PN0P_</td></tr>
<tr><td>Endpoint class of the critical path</td><td>output pin</td></tr>
<tr><td>Worst Path Arrival</td><td>4.66 ns</td></tr>
<tr><td>Kind of cell adding the most delay to the critical path</td><td>simple AND/OR/NAND/NOR gates</td></tr>
<tr><td>Required time at the worst-slack endpoint</td><td>5.36 ns</td></tr>
<tr><td>Most used cell along the critical path</td><td>sky130_fd_sc_hd__o21ai_0</td></tr>
<tr><td>Buffer-and-inverter tally for the worst setup path</td><td>3</td></tr>
<tr><th colspan="2">Clock network</th></tr>
<tr><td>Insertion delay at the late pin of the worst-skew pair</td><td>0.51 ns</td></tr>
<tr><td>Root Driver</td><td>sky130_fd_sc_hd__clkbuf_16</td></tr>
<tr><td>Count of instances resized after the clock tree is built</td><td>0</td></tr>
<tr><td>Number of hold buffers added after cts</td><td>0</td></tr>
<tr><td>Number of buffers created by CTS</td><td>24</td></tr>
<tr><td>Clk slew on worst S/H paths</td><td>0.06 ns</td></tr>
<tr><td>Buffer count from post-CTS setup fixing</td><td>0</td></tr>
<tr><td>TritonCTS clock tree</td><td>yes</td></tr>
<tr><td>TritonCTS Sinks</td><td>218</td></tr>
<tr><td>H-tree levels</td><td>1</td></tr>
<tr><td>Max Root-Sink Buffers</td><td>3</td></tr>
<tr><th colspan="2">Power</th></tr>
<tr><td>Clock share of power</td><td>0.488</td></tr>
<tr><td>Total power</td><td>2.717 mW</td></tr>
<tr><td>Sequential power share</td><td>0.485</td></tr>
<tr><td>Int Power</td><td>2.143 mW</td></tr>
<tr><td>Static Leak</td><td>6.743 nW</td></tr>
<tr><td>Power Density</td><td>185.9 nW/um2</td></tr>
<tr><td>Max IR drop VDD</td><td>0.1951 mV</td></tr>
<tr><td>Net load switching power</td><td>0.5740 mW</td></tr>
<tr><td>Gate power share</td><td>0.027</td></tr>
<tr><td>Sw Share</td><td>0.2113</td></tr>
<tr><th colspan="2">Route</th></tr>
<tr><td>Number of remaining DRC errors</td><td>0</td></tr>
<tr><td>Antenna Nets Post-Route</td><td>0</td></tr>
<tr><td>Diodes inserted</td><td>0</td></tr>
<tr><td>Detailed router's first-iteration violation count</td><td>665</td></tr>
<tr><td>Sum of routed wire segments on met1</td><td>16530 um</td></tr>
<tr><td>Average vias per placed instance</td><td>5.850</td></tr>
<tr><td>Detail Route met3 WL</td><td>1940 um</td></tr>
<tr><td>Iteration tally of the first detailed-router pass</td><td>4</td></tr>
<tr><td>Uppermost routed layer</td><td>met4</td></tr>
<tr><td>Vias post-DR</td><td>9904</td></tr>
<tr><td>Total wire length</td><td>34900 um</td></tr>
<tr><td>Total met2 wirelength after detailed routing</td><td>15420 um</td></tr>
<tr><td>Wire per inst</td><td>20.61 um</td></tr>
<tr><th colspan="2">Worst hold path</th></tr>
<tr><td>Class of the worst hold path</td><td>reg -&gt; reg</td></tr>
<tr><th colspan="2">Global route</th></tr>
<tr><td>Largest net degree at the start of global routing</td><td>80</td></tr>
<tr><td>Via count of the first global-routing pass</td><td>9811</td></tr>
<tr><td>Antenna violations before repair</td><td>0</td></tr>
<tr><td>GR Overflow Total</td><td>0</td></tr>
<tr><td>Global-route total usage across every layer</td><td>0.2901</td></tr>
<tr><td>Global-route wire length before repair</td><td>55280 um</td></tr>
<tr><th colspan="2">Place</th></tr>
<tr><td>Port Buf Inserts</td><td>86</td></tr>
<tr><td>Area after DPL</td><td>13810 um2</td></tr>
<tr><td>Routability cong.</td><td>0.9343</td></tr>
<tr><td>Detail Placement HPWL</td><td>24970 um</td></tr>
<tr><th colspan="2">Floorplanning</th></tr>
<tr><td>Die width</td><td>161.0 um</td></tr>
<tr><td>Row Count</td><td>57</td></tr>
<tr><td>Overall die height</td><td>161.0 um</td></tr>
<tr><td>Placeable Area</td><td>24530 um2</td></tr>
<tr><td>Die area</td><td>25910 um2</td></tr>
<tr><td>Share of the core filled by cells before placement</td><td>0.5150</td></tr>
<tr><td>I/O pin count</td><td>104</td></tr>
<tr><th colspan="2">Flow run</th></tr>
<tr><td>Max capacitance violation total</td><td>0</td></tr>
<tr><td>Tool Warnings</td><td>41</td></tr>
<tr><th colspan="2">Status</th></tr>
<tr><td>Result of the run</td><td>complete, no violations</td></tr>
</table>
==> metrics by stage <==
step / std cells / setup slack (ns) / hold slack (ns)
after floorplan: 1289 / 2.224 / 0.3096
after global placement: 1649 / 0.8174 / 0.3127
after detailed placement: 1649 / 0.7596 / 0.3179
after CTS: 1693 / 0.7568 / 0.3315
after global routing: 1693 / 0.4112 / 0.3485
final: 1693 / 0.6986 / 0.3334
==> layer usage <==
layer	GRT usage	vias up
met1	0.4706	4794
met2	0.4169	250
met3	0.05929	54
met5	0	-
met4	0.07161	0
li1	-	4806
==> registers in the layout, indices dropped and copies added (netlist names), 2 cells and up <==
| name | flops |
|---|---|
| RIS_REG | 3 |
| COUNTER_MATCH_REG | 32 |
| inst_to_wrap.cp_ctr | 32 |
| inst_to_wrap.tmr | 32 |
| inst_to_wrap.ctr_in_sync | 2 |
| IM_REG | 3 |
| inst_to_wrap.pre | 8 |
| CONTROL_REG | 32 |
| ICR_REG | 3 |
| inst_to_wrap.cp_count | 32 |
| PERIOD_REG | 32 |
==> worst min path at each step <==
stage | startpoint | to | slack (ns) | depth (start not counted)
after CTS | inst_to_wrap.ctr_in_sync[0]$_DFF_P_ | inst_to_wrap.ctr_in_sync[1]$_DFF_P_ | 0.33 | 0
after global routing | inst_to_wrap.ctr_in_sync[0]$_DFF_P_ | inst_to_wrap.ctr_in_sync[1]$_DFF_P_ | 0.35 | 0
final | inst_to_wrap.ctr_in_sync[0]$_DFF_P_ | inst_to_wrap.ctr_in_sync[1]$_DFF_P_ | 0.33 | 0
==> layout make-up <==
type                       count  area (um2)  area share
tap                          324       405.4     0.02773
clock inverter                 9       70.07    0.004793
clock buffer                  35       733.2     0.05016
timing repair buffer         107        1036     0.07087
multi-input combinational    983        6869      0.4699
inverter                      17       63.81    0.004365
sequential                   218        5440      0.3722
==> power groups by stage <==
stage	clock, mW	combinational [mW]	sequential [mW]
finish	1.32	0.0738	1.32
CTS	1.35	0.0759	1.32
global route	1.41	0.0823	1.32
==> cells in the final DEF, fill, tap and decap left out, drive strengths merged, types with 3 or more instances in the layout <==
cell type      instances
o22ai                  8
dfxtp                  3
clkinv                 8
dfrtp                215
nand3                 56
a31oi                 16
o221ai                 4
a22oi                 21
nor3                  38
a21boi                 5
buf                   22
ha                    32
nand2b                 6
a21oi                 69
mux2i                 12
o21ai                114
nor2b                  7
nand2                 95
clkdlybuf4s50         85
mux2                 130
o21a                   3
and3                   8
and2                  32
or3                   10
and4                   8
nor4                  19
nand4                 24
clkbuf                35
inv                   17
or2                    5
xnor2                 92
xor2                  34
nor2                  81
o31ai                  3
a21o                  21
==> cells by family (layout without fill, tap and decap cells) <==
kind of cell,Yosys count,count (layout),synth area share
flops,218,218,0.4306
compound gates,285,285,0.1376
simple gates,394,394,0.1536
fa+ha+maj,33,33,0.03327
other cells,1,1,0.0002968
buf+inv,88,168,0.02842
xor+xnor,126,126,0.08734
mux,144,144,0.1289
==> worst reg2reg max path, stage by stage, from the launching register on <==
cell and delay (ns):
sky130_fd_sc_hd__dfrtp_1 0.50, sky130_fd_sc_hd__inv_2 0.50, sky130_fd_sc_hd__buf_4 0.46, sky130_fd_sc_hd__ha_1 0.38, sky130_fd_sc_hd__a21o_1 0.20, sky130_fd_sc_hd__a31o_1 0.25, sky130_fd_sc_hd__a31oi_4 0.23, sky130_fd_sc_hd__a41oi_4 0.19
sky130_fd_sc_hd__a221o_1 0.36, sky130_fd_sc_hd__or4_1 0.43, sky130_fd_sc_hd__a31oi_2 0.32, sky130_fd_sc_hd__a21oi_1 0.12, sky130_fd_sc_hd__o21ai_1 0.19, sky130_fd_sc_hd__o21ai_1 0.07
==> synth_stat cells, types with 6 or more instances <==
master / count
sky130_fd_sc_hd__nor2b_1: 7
sky130_fd_sc_hd__buf_2: 17
sky130_fd_sc_hd__and4_1: 8
sky130_fd_sc_hd__or3_1: 10
sky130_fd_sc_hd__nand2b_1: 6
sky130_fd_sc_hd__o21ai_0: 100
sky130_fd_sc_hd__xnor2_1: 92
sky130_fd_sc_hd__and3_1: 8
sky130_fd_sc_hd__mux2_2: 130
sky130_fd_sc_hd__a21o_1: 21
sky130_fd_sc_hd__xor2_1: 34
sky130_fd_sc_hd__a31oi_1: 14
sky130_fd_sc_hd__mux2i_1: 12
sky130_fd_sc_hd__a22oi_1: 20
sky130_fd_sc_hd__o21ai_1: 14
sky130_fd_sc_hd__and2_1: 32
sky130_fd_sc_hd__nand4_1: 24
sky130_fd_sc_hd__nor2_1: 81
sky130_fd_sc_hd__ha_1: 32
sky130_fd_sc_hd__nor3_1: 38
sky130_fd_sc_hd__dfrtp_1: 215
sky130_fd_sc_hd__nand3_1: 56
sky130_fd_sc_hd__a21oi_1: 69
sky130_fd_sc_hd__nand2_1: 95
sky130_fd_sc_hd__nor4_1: 18
sky130_fd_sc_hd__clkbuf_1: 48
sky130_fd_sc_hd__inv_1: 16
sky130_fd_sc_hd__o22ai_1: 8
Power figures rest on the tool's default switching activity, not on a simulated workload.
